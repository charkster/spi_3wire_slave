### flow/run.sh
#!/bin/bash
# OpenROAD 26Q1-2900-gdf79404cd8, Yosys 0.63+post, stock flow scripts
make -C /OpenROAD-flow-scripts/flow DESIGN_CONFIG=/design/flow/config.mk WORK_HOME=/design/flow/orfs finish
### flow/config.mk
export PLATFORM = sky130hd
export DESIGN_NAME = spi_3wire_slave_regmap_top
export DESIGN_NICKNAME = spi_3wire_slave_regmap_top
export VERILOG_FILES = /design/flow/design.v
export SDC_FILE = /design/flow/constraint.sdc
export NUM_CORES = 4
export LEC_CHECK = 1
export CORE_UTILIZATION = 40
### flow/constraint.sdc
current_design spi_3wire_slave_regmap_top

set clk_period 13.4
set clk_io_pct 0.2

create_clock -name clk0 -period $clk_period [get_ports {sclk}]

set non_clock_inputs [all_inputs -no_clocks]
set_input_delay [expr $clk_period * $clk_io_pct] -clock clk0 $non_clock_inputs
set_output_delay [expr $clk_period * $clk_io_pct] -clock clk0 [all_outputs]
### flow/design.v
module bidir
  (
   inout wire pad,
   input wire to_pad,
   input wire oe
   );
   assign pad = (oe) ? to_pad : 1'bz;
endmodule
module spi_3wire_slave_regmap_top
  ( input  logic reset,  
    input  logic sclk,   
    input  logic ss_n,   
    inout  logic sdata   
    );
  parameter MAX_ADDRESS = 7'd127;
  logic       rst_n;
  logic       rst_n_sync;
  logic       rst_n_spi;
  logic [4:0] bit_count;
  logic       rnw;
  logic [6:0] addr;
  logic       sdata_out;
  logic       sdata_oe;
  logic [7:0] write_data;
  logic [7:0] read_data;
  logic [7:0] hold_read_data;
  logic       read_pulse;
  logic       write_pulse;
  logic [7:0] registers[127:0];  
  assign rst_n = !reset;
  assign rst_n_sync = rst_n;  
  bidir bidir_sdata
  (
   .pad    (sdata),      
   .to_pad (sdata_out),  
   .oe     (sdata_oe)    
   );
  assign rst_n_spi = rst_n && !ss_n;  
  always_ff @(posedge sclk, negedge rst_n_spi)
    if (~rst_n_spi)                         bit_count <= 'd0;
    else if ((!rnw) && (bit_count == 'd15)) bit_count <= 'd8;  
    else if (  rnw  && (bit_count == 'd18)) bit_count <= 'd11;  
    else                                    bit_count <= bit_count + 1;
  always_ff @(posedge sclk, negedge rst_n_spi)
     if (~rst_n_spi)              rnw <= 1'd0;
     else if ((bit_count == 'd0)) rnw <= sdata;
   always_ff @(posedge sclk, negedge rst_n_spi)
     if (~rst_n_spi)                                    addr <= 7'd0;
     else if ((bit_count >= 'd1) && (bit_count <= 'd7)) addr <= {addr[5:0],sdata};
     else if (bit_count == 'd15)                        addr <= addr + 1'd1;  
   always_ff @(posedge sclk, negedge rst_n_spi)
     if (~rst_n_spi)                      write_data <= 8'd0;
     else if (!rnw && (bit_count >= 'd8)) write_data <= {write_data[6:0],sdata};
   assign write_pulse = (bit_count == 'd15) && (!rnw);
   integer i;
   always_ff @(posedge sclk, negedge rst_n_sync)
     if (~rst_n_sync)     for (i=0; i<=MAX_ADDRESS; i=i+1) registers[i]    <= 8'h00;
     else if (write_pulse)                                 registers[addr] <= {write_data[6:0],sdata};  
   always_comb
     read_data = registers[addr];
   assign read_pulse = ((bit_count == 'd10) || (bit_count == 'd18)) && rnw;  
   always_ff @(posedge sclk, negedge rst_n_spi)
     if (~rst_n_spi)      hold_read_data <= 8'd0;
     else if (read_pulse) hold_read_data <= read_data;
   assign sdata_oe = (bit_count >= 'd9) && rnw;
   always_ff @(posedge sclk, negedge rst_n_spi)
     if (~rst_n_spi)                sdata_out <= 1'd0;
     else if (rnw) case(bit_count)
                              'd11: sdata_out <= hold_read_data[7];
                              'd12: sdata_out <= hold_read_data[6];
                              'd13: sdata_out <= hold_read_data[5];
                              'd14: sdata_out <= hold_read_data[4];
                              'd15: sdata_out <= hold_read_data[3];
                              'd16: sdata_out <= hold_read_data[2];
                              'd17: sdata_out <= hold_read_data[1];
                              'd18: sdata_out <= hold_read_data[0];
                         endcase
     else                           sdata_out <= 1'b0;
endmodule
==> GITHUB_STEP_SUMMARY <==
### Yosys + OpenROAD results

| Metric | Value |
|---|---|
| Setup bufs post-CTS | `0` |
| Most instantiated library cell after synthesis | `dfrtp_1` |
| Fp_density | `40.4%` |
| First Error | `[error] [KeplerFormal.cpp:679] Workflow failed: Iso has multiple drivers: .sdata0, sdata$_DFFE_PN0P_.Q0` |
| Top cells by area | `dfrtp_1 53%, mux2_2 24%, nand3_1 2.9%` |
| Clock sink count | `1053` |
| Count of library flops with an enable pin | `0` |
| Die width | `353 um` |
| Hold_buf cts | `0` |
| I/O pins | `4` |
| Area post-placement | `0.0526 mm2` |
| Die Y | `353 um` |
| Top-area cell share | `53.5%` |
| Cell Type Count | `75` |
| Stop stage | `clock tree synthesis` |
| Yosys stat area | `0.0493 mm2` |
| Htree depth | `3` |
| Post-Syn Instances | `3933` |
| Yosys stat cell total | `3933` |
| Number of port buffers | `2` |
| Outcome | `did not finish` |
| Seq cells post-synth | `1053` |
| CTS Buffer Depth | `3` |
| Std-Cell Rows | `128` |
| Avg Cell Area, Syn | `12.5 um2` |
| Synthesized cell area | `0.0493 mm2` |
| Ys flop type | `dfrtp_1` |
| Root Buffer | `clkbuf_16` |
| Final RePlAce weighted congestion | `1.11` |
| Post-DP HPWL | `190000 um` |
| CTS buffer count | `117` |
| Seq share, synth | `53.5%` |
| Post-synth top area cell | `dfrtp_1` |
| Async SR Flop Fraction | `100%` |
| Synth top cells by count | `1053 x dfrtp_1, 1031 x mux2_2, 283 x nand3_1, 235 x clkbuf_1, 161 x a32oi_1` |
| Synth Warn # | `3` |
| # resized after CTS | `0` |
## per-stage QoR
step | setup WS [ns] | std cells | hold slack (ns) | TNS (ns)
2_1_floorplan | -3.39 | 3933 | 0.466 | -3475.39
3_3_place_gp | 7.45 | 5548 | 0.479 | 0
3_5_place_dp | 7.45 | 5548 | 0.485 | 0
## cell families after synthesis
family	count (synthesis)	synth area share, %
compound gates	451	7.30
xor+xnor	7	0.124
fa+ha+maj	9	0.229
buf+inv	353	3.21
flops	1053	53.5
mux	1035	23.7
simple gates	1025	12.0
